$ cat /design/flow/config.mk
export PLATFORM = sky130hd
export DESIGN_NAME = project
export DESIGN_NICKNAME = project
export VERILOG_FILES = /design/flow/design.v
export SDC_FILE = /design/flow/constraint.sdc
export NUM_CORES = 4
export LEC_CHECK = 1
export CORE_UTILIZATION = 50
$ cat /design/flow/constraint.sdc
current_design project

set clk_period 11.6
set clk_io_pct 0.2

create_clock -name clk0 -period $clk_period [get_ports {CLOCK_50}]

set non_clock_inputs [all_inputs -no_clocks]
set_input_delay [expr $clk_period * $clk_io_pct] -clock clk0 $non_clock_inputs
set_output_delay [expr $clk_period * $clk_io_pct] -clock clk0 [all_outputs]
$ cat /design/flow/design.v
module project(CLOCK_50, SW, HEX0, HEX1, HEX2, HEX4, HEX5, HEX6, HEX7, KEY);
input CLOCK_50;
input [17:0] SW;
input [3:0] KEY;
output [6:0] HEX0, HEX1, HEX2, HEX4, HEX5, HEX6, HEX7;
wire [27:0] rateCount;
wire [7:0] timeLeft;
wire reset, start;
wire go;
wire [7:0] counter;
wire [11:0] q;
assign reset = ~SW[13];
assign start = SW[12];
assign go = ~KEY[3];
RateDivider rd0 (28'h2faf080, reset, start, 1'b1, CLOCK_50, rateCount);
DisplayCounter dc0 (timeLeft, reset, start, rateCount == 1'b0, CLOCK_50);
hex_decoder hd5 (.hex_digit(timeLeft[7:4]), .segments(HEX5));
hex_decoder hd4 (.hex_digit(timeLeft[3:0]), .segments(HEX4));
control ctr(CLOCK_50, reset, go, start, SW[11:0], counter, q);
hex_decoder hd6 (.hex_digit(counter[3:0]), .segments(HEX6));
hex_decoder hd7 (.hex_digit(counter[7:4]), .segments(HEX7));
hex_decoder hd0 (.hex_digit(q[3:0]), .segments(HEX0));
hex_decoder hd1 (.hex_digit(q[7:4]), .segments(HEX1));
hex_decoder hd2 (.hex_digit(q[11:8]), .segments(HEX2));
endmodule
module level_1(start, sw, level_1_win, answer);
input start;
input [11:0] sw;
output reg level_1_win;
output [11:0] answer;
reg [11:0] code;
assign answer = 12'b000000000010;
always @(*)
begin
    if (start)
	 begin
		  code <= sw[11:0];
		  if (code == answer)
			  level_1_win = 1'b1;
		  else
			  level_1_win = 1'b0;
	 end
	 else
	     level_1_win = 1'b0;
end
endmodule
module level_2(start, sw, level_2_win, answer);
input start;
input [11:0] sw;
output reg level_2_win;
output [11:0] answer;
reg [11:0] code;
assign answer = 12'b000000000101;
always @(*)
begin
    if (start)
	 begin
		  code <= sw[11:0];
		  if (code == answer)
			  level_2_win = 1'b1;
		  else
			  level_2_win = 1'b0;
	 end
	 else
	     level_2_win = 1'b0;
end
endmodule
module level_3(start, sw, level_3_win, answer);
input start;
input [11:0] sw;
output reg level_3_win;
output [11:0] answer;
reg [11:0] code;
assign answer = 12'b000000100111;
always @(*)
begin
    if (start)
	 begin
		  code <= sw[11:0];
		  if (code == answer)
			  level_3_win = 1'b1;
		  else
			  level_3_win = 1'b0;
	 end
	 else
	     level_3_win = 1'b0;
end
endmodule
module level_4(start, sw, level_4_win, answer);
input start;
input [11:0] sw;
output reg level_4_win;
output [11:0] answer;
reg [11:0] code;
assign answer = 12'b000010001000;
always @(*)
begin
    if (start)
	 begin
		  code <= sw[11:0];
		  if (code == answer)
			  level_4_win = 1'b1;
		  else
			  level_4_win = 1'b0;
	 end
	 else
	     level_4_win = 1'b0;
end
endmodule
module level_5(start, sw, level_5_win, answer);
input start;
input [11:0] sw;
output reg level_5_win;
output [11:0] answer;
reg [11:0] code;
assign answer = 12'b000100010001;
always @(*)
begin
    if (start)
	 begin
		  code <= sw[11:0];
		  if (code == answer)
			  level_5_win = 1'b1;
		  else
			  level_5_win = 1'b0;
	 end
	 else
	     level_5_win = 1'b0;
end
endmodule
module level_6(start, sw, level_6_win, answer);
input start;
input [11:0] sw;
output reg level_6_win;
output [11:0] answer;
reg [11:0] code;
assign answer = 12'b000101000100;
always @(*)
begin
    if (start)
	 begin
		  code <= sw[11:0];
		  if (code == answer)
			  level_6_win = 1'b1;
		  else
			  level_6_win = 1'b0;
	 end
	 else
	     level_6_win = 1'b0;
end
endmodule
module level_7(start, sw, level_7_win, answer);
input start;
input [11:0] sw;
output reg level_7_win;
output [11:0] answer;
reg [11:0] code;
assign answer = 12'b000101101001;
always @(*)
begin
    if (start)
	 begin
		  code <= sw[11:0];
		  if (code == answer)
			  level_7_win = 1'b1;
		  else
			  level_7_win = 1'b0;
	 end
	 else
	     level_7_win = 1'b0;
end
endmodule
module level_8(start, sw, level_8_win, answer);
input start;
input [11:0] sw;
output reg level_8_win;
output [11:0] answer;
reg [11:0] code;
assign answer = 12'b001000000000;
always @(*)
begin
    if (start)
	 begin
		  code <= sw[11:0];
		  if (code == answer)
			  level_8_win = 1'b1;
		  else
			  level_8_win = 1'b0;
	 end
	 else
	     level_8_win = 1'b0;
end
endmodule
module level_9(start, sw, level_9_win, answer);
input start;
input [11:0] sw;
output reg level_9_win;
output [11:0] answer;
reg [11:0] code;
assign answer = 12'b001000110110;
always @(*)
begin
    if (start)
	 begin
		  code <= sw[11:0];
		  if (code == answer)
			  level_9_win = 1'b1;
		  else
			  level_9_win = 1'b0;
	 end
	 else
	     level_9_win = 1'b0;
end
endmodule
module control(
    input clk,
    input resetn,
    input go,
	 input start,
	 input [11:0] sw,
	 output reg [7:0] counter,
	 output [11:0] q 
    );
	 wire [11:0] answer;
	 wire lv1_win;
	 wire lv2_win;
	 wire lv3_win;
	 wire lv4_win;
	 wire lv5_wn;
	 wire lv7_win;
	 wire lv8_win;
	 wire lv6_wiin;
	 wire lv9_win;
    level_1 lv1(.start(start), .sw(sw), .level_1_win(lv1_win), .answer(answer));
    assign answer = q;
	 level_2 lv2(.start(start), .sw(sw), .level_2_win(lv2_win), .answer(answer));
	 assign answer = q;
    level_3 lv3(.start(start), .sw(sw), .level_3_win(lv3_win), .answer(answer));
	 assign answer = q;
	 level_4 lv4(.start(start), .sw(sw), .level_4_win(lv4_win), .answer(answer));
	 assign answer = q;
    level_5 lv5(.start(start), .sw(sw), .level_5_win(lv5_win), .answer(answer));
	 assign answer = q;
    level_6 lv6(.start(start), .sw(sw), .level_6_win(lv6_win), .answer(answer));
	 assign answer = q;
    level_7 lv7(.start(start), .sw(sw), .level_7_win(lv7_win), .answer(answer));
	 assign answer = q;
    level_8 lv8(.start(start), .sw(sw), .level_8_win(lv8_win), .answer(answer));
	 assign answer = q;
    level_9 lv9(.start(start), .sw(sw), .level_9_win(lv9_win), .answer(answer));
	 assign answer = q;
    initial begin
	     counter = 8'b00000000;
    end
	 reg [5:0] current_state, next_state;
    localparam  STANDBY        = 5'd0,
                STANDBY_WAIT   = 5'd1,
                LEVEL_1        = 5'd2,
                LEVEL_1_WAIT   = 5'd3,
                LEVEL_2        = 5'd4,
                LEVEL_2_WAIT   = 5'd5,
                LEVEL_3        = 5'd6,
                LEVEL_3_WAIT   = 5'd7,
                LEVEL_4        = 5'd8,
                LEVEL_4_WAIT   = 5'd9,
                LEVEL_5        = 5'd10,
		          LEVEL_5_WAIT   = 5'd11,
		          LEVEL_6        = 5'd12,
                LEVEL_6_WAIT   = 5'd13,
                LEVEL_7        = 5'd14,
                LEVEL_7_WAIT   = 5'd15,
                LEVEL_8        = 5'd16,
                LEVEL_8_WAIT   = 5'd17,
                LEVEL_9        = 5'd18,
                GAME_END       = 5'd19;
    always@(*)
    begin: state_table 
            case (current_state)
                STANDBY: next_state = go ? STANDBY_WAIT : STANDBY;  
                STANDBY_WAIT: next_state = go ? STANDBY_WAIT : LEVEL_1;  
					 LEVEL_1: if(lv1_win == 1'b1) begin
					              next_state = LEVEL_1_WAIT;
									  counter <= counter + 1'b1;
								 end
							    else if(lv1_win == 1'b0) begin
								     next_state = LEVEL_1_WAIT;
								 end
								 else
								     next_state = LEVEL_1;
					 LEVEL_1_WAIT: next_state = go ? LEVEL_2 : LEVEL_1_WAIT;
					 LEVEL_2: if(lv2_win == 1'b1) begin
					              next_state = LEVEL_2_WAIT;
									  counter <= counter + 1'b1;
								 end
							    else if(lv2_win == 1'b0) begin
								     next_state = LEVEL_2_WAIT;
								 end
								 else
								     next_state = LEVEL_2;
					 LEVEL_2_WAIT: next_state = go ? LEVEL_3 : LEVEL_2_WAIT;
					 LEVEL_3: if(lv3_win == 1'b1) begin
					              next_state = LEVEL_3_WAIT;
									  counter <= counter + 1'b1;
								 end
							    else if(lv3_win == 1'b0) begin
								     next_state = LEVEL_3_WAIT;
								 end
								 else
								     next_state = LEVEL_3;
					 LEVEL_3_WAIT: next_state = go ? LEVEL_4 : LEVEL_3_WAIT;
					 LEVEL_4: if(lv4_win == 1'b1) begin
					              next_state = LEVEL_4_WAIT;
									  counter <= counter + 1'b1;
								 end
							    else if(lv4_win == 1'b0) begin
								     next_state = LEVEL_4_WAIT;
								 end
								 else
								     next_state = LEVEL_4;
					 LEVEL_4_WAIT: next_state = go ? LEVEL_5 : LEVEL_4_WAIT;
					 LEVEL_5: if(lv5_win == 1'b1) begin
					              next_state = LEVEL_5_WAIT;
									  counter <= counter + 1'b1;
								 end
							    else if(lv5_win == 1'b0) begin
								     next_state = LEVEL_5_WAIT;
								 end
								 else
								     next_state = LEVEL_5;
					 LEVEL_5_WAIT: next_state = go ? LEVEL_6 : LEVEL_5_WAIT;
					 LEVEL_6: if(lv6_win == 1'b1) begin
					              next_state = LEVEL_6_WAIT;
									  counter <= counter + 1'b1;
								 end
							    else if(lv6_win == 1'b0) begin
								     next_state = LEVEL_6_WAIT;
								 end
								 else
								     next_state = LEVEL_6;
					 LEVEL_6_WAIT: next_state = go ? LEVEL_7 : LEVEL_6_WAIT;
					 LEVEL_7: if(lv7_win == 1'b1) begin
					              next_state = LEVEL_7_WAIT;
									  counter <= counter + 1'b1;
								 end
							    else if(lv7_win == 1'b0) begin
								     next_state = LEVEL_7_WAIT;
								 end
								 else
								     next_state = LEVEL_7;
					 LEVEL_7_WAIT: next_state = go ? LEVEL_8 : LEVEL_7_WAIT;
					 LEVEL_8: if(lv8_win == 1'b1) begin
					              next_state = LEVEL_8_WAIT;
									  counter <= counter + 1'b1;
								 end
							    else if(lv8_win == 1'b0) begin
								     next_state = LEVEL_8_WAIT;
								 end
								 else
								     next_state = LEVEL_8;
					 LEVEL_8_WAIT: next_state = go ? LEVEL_9 : LEVEL_8_WAIT;
					 LEVEL_9: if(lv9_win == 1'b1) begin
					              next_state = GAME_END;
									  counter <= counter + 1'b1;
								 end
							    else if(lv9_win == 1'b0) begin
								     next_state = GAME_END;
								 end
								 else
								     next_state = LEVEL_9;
					 GAME_END: next_state = go ? STANDBY : GAME_END;
            default:     next_state = STANDBY;
            endcase
    end  
endmodule
module DisplayCounter (q, reset, start, Enable, clock);
    wire [7:0] d;
    assign d = 8'b01100000;
    output reg [7:0] q;
    input reset, start;
    input Enable;
    input clock;
    always @ (posedge clock)
    begin
            if (!reset || start)
                q <= d;  
            else if (Enable) begin
                if (q == 8'b00000000) begin
                    q <= 8'b00000000;
                end
                else if (q[3:0] > 4'b1001) begin
                    q[3:0] <= 4'b1001;
                end
                else if (q[3:0] == 4'b0000) begin
                    q <= q - 1'b1;
                    q[3:0] <= 4'b1001;
                end
                else if (q[3:0] < 4'b1010) begin
                    q <= q - 1'b1;
                end
            end
    end
endmodule
module RateDivider (d, reset, start, Enable, clock, q);
    output reg [27:0] q;
    input wire [27:0] d;
    input reset, start;
    input Enable;
    input clock;
    always @ (posedge clock)
    begin
            if (!reset || start) 
                q <= 28'h2faf080;  
            else if (q == 28'b0) 
                q <= d;  
            else if (Enable)
                q <= q - 1;
    end
endmodule
module hex_decoder(hex_digit, segments);
    input [3:0] hex_digit;
    output reg [6:0] segments;
    always @(*)
        case (hex_digit)
            4'h0: segments = 7'b100_0000;
            4'h1: segments = 7'b111_1001;
            4'h2: segments = 7'b010_0100;
            4'h3: segments = 7'b011_0000;
            4'h4: segments = 7'b001_1001;
            4'h5: segments = 7'b001_0010;
            4'h6: segments = 7'b000_0010;
            4'h7: segments = 7'b111_1000;
            4'h8: segments = 7'b000_0000;
            4'h9: segments = 7'b001_1000;
            4'hA: segments = 7'b000_1000;
            4'hB: segments = 7'b000_0011;
            4'hC: segments = 7'b100_0110;
            4'hD: segments = 7'b010_0001;
            4'hE: segments = 7'b000_0110;
            4'hF: segments = 7'b000_1110;
            default: segments = 7'h7f;
        endcase
endmodule
$ cat /design/flow/run.sh
#!/bin/bash
# OpenROAD 26Q1-2900-gdf79404cd8, Yosys 0.63+post, stock flow scripts
make -C /OpenROAD-flow-scripts/flow DESIGN_CONFIG=/design/flow/config.mk WORK_HOME=/design/flow/orfs finish
==> Implementation_results.wiki <==
== Implementation results ==
{| class="wikitable"
! Metric !! Value
|-
| Outcome || complete, no violations
|-
| Yosys cell count || 322
|-
| Horizontal die dimension || 76.7 um
|-
| Overall die area || 5880 sq um
|-
| Critical path class || input port to flip-flop
|-
| Maximum clock path buffer count || 2
|-
| Mean routed wirelength per cell || 11.1 um
|-
| Pin count of the biggest net entering global routing || 17
|-
| Syn avg cell area || 8.65 sq um
|-
| Total number of placement rows || 26
|-
| Clock buffers created by TritonCTS || 5
|-
| Maximum level of the CTS H-tree || 2
|-
| Hold Crit Depth || 1
|-
| Die extent in y || 76.7 um
|-
| Total negative setup slack || 0 ps
|-
| TritonCTS clock tree || yes
|-
| Largest cells by area after synthesis || dfxtp_1, buf_4, nor2_1
|-
| Count of port buffers added during placement || 16
|-
| Max Cap Violations || 0
|-
| Fraction of registers with async set or reset after synthesis || 0%
|-
| Hold crit path type || flip-flop to flip-flop
|-
| Yosys synthesis chip area || 2790 sq um
|-
| 1st-pass router iterations || 4
|-
| Unrepaired setup endpoints after global routing || false
|-
| Number of global-route vias before repair || 1745
|-
| Final min period || 4520 ps
|-
| Setup skew after layout || 5.43 ps
|-
| Clock latency reported for the late side of the worst-skew pair || 300 ps
|-
| Power per cell area || 107 nW/um^2
|-
| Number of placed I/O pins || 72
|-
| Antenna-violating nets left || 0
|-
| Total inserted antenna cells || 0
|-
| Number of warning messages in the logs || 54
|-
| Sequential element share of the synthesized area || 35.9%
|-
| Leak || 1.10 nW
|-
| Via count normalized by instance count || 4.96
|-
| Highest net fanout along the worst path || 14
|-
| Reg-to-reg endpoint || HEX5[3]$_DFF_P_
|-
| Clock slew at reported path FFs || 90 ps
|-
| Total of endpoints with negative setup slack in the final report || 0
|-
| Initial cell density of the core || 53.2%
|-
| Achievable frequency || 221 MHz
|-
| Layout filler cell count || 495
|-
| CTS Hold Bufs || 0
|-
| Gpl congestion || 0.824
|-
| Library cell with the largest summed area after synthesis || dfxtp_1
|-
| HP Start || rd0.q[0]$_SDFF_PP0_
|-
| Area of the mapped netlist || 2790 sq um
|-
| DRT Wirelength || 4.48 mm
|-
| Fin. max-slew vios || 0
|-
| CP Capture Type || flip-flop
|-
| Antenna violations before repair || 0
|-
| Origin of the critical flop-to-flop path || rd0.q[24]$_SDFF_PP0_
|-
| Global-route wire length before repair || 7.85 mm
|-
| R2r setup slk || 8110 ps
|-
| Instance count after placement with tap cells included || 396
|-
| Required time reported for the critical path endpoint || 11850 ps
|-
| Critical path launch point type || input port
|-
| Post-synthesis cell count || 322
|-
| Share of the clock period used by the worst path || 38.9%
|-
| PostCTS Resize Cnt || 0
|-
| Worst hold slack || 452 ps
|-
| Postcts setup bufs || 0
|-
| Num Clock Sinks || 50
|-
| Area grow syn2layout || 6.20%
|-
| Flip-flops with a built-in enable || 0
|-
| Synth unique cells || 53
|-
| Worst endpoint data arrival time || 4760 ps
|-
| Total global routing overflow || 0
|-
| Number of cells on the worst reg-to-reg path || 12
|-
| Maximum VDD drop || 0.0809 mV
|-
| Number of non-filler instances in the completed layout || 404
|-
| Total GRT Usage || 16.4%
|-
| WHS Endpoint || rd0.q[0]$_SDFF_PP0_
|-
| Flops & latches, synth || 50
|-
| Leading register cell type out of synthesis || dfxtp_1
|-
| Transition at the pin with the smallest max-transition slack || 830 ps
|-
| Fraction of final layout cells sized beyond drive strength 1 || 9.28%
|-
| Synthesis Warnings || 93
|-
| Area leader share || 35.9%
|-
| Post-detail-place hpwl || 3.19 mm
|-
| Total DRC errors in the routed layout || 0
|-
| Root buffer cell || clkbuf_8
|-
| Final hold vios || 0
|-
| Initial drt markers || 103
|-
| Core area || 5240 sq um
|-
| Vias after detailed routing || 2003
|-
| Rel. slew slack || 44.5%
|}
[cell type report]
class / instances / area, sq um / area share, %
Multi-Input combinational cell: 246 / 1540 / 52.2
Sequential cell: 50 / 1000 / 33.8
Timing Repair Buffer: 17 / 168 / 5.67
Tap cell: 70 / 87.6 / 2.96
Clock buffer: 6 / 72.6 / 2.45
Inverter: 13 / 48.8 / 1.65
Clock inverter: 2 / 37.5 / 1.27
[layout by cell type (no fill, tap or decap), drive strengths merged, types with 4 or more instances in the layout]
cell type	n
a21oi	9
nor4	12
xnor2	13
nand2b	5
o22ai	6
or4	5
nand2	27
or3	9
clkdlybuf4s50	16
nor2	38
conb	35
clkbuf	6
o31ai	4
nand3	10
mux2i	7
ha	11
dfxtp	50
xor2	7
inv	13
o21ai	9
nor3	8
[synth_stat cells (all sizes together), types with 2 or more instances]
cell type,count
nand3,10
nand2b,5
or3,9
dfxtp,50
a21oi,9
nor2,38
ha,11
o31ai,4
clkbuf,6
nand2,27
and3,2
mux2i,7
a31oi,2
buf,40
inv,13
nor3,8
nand3b,2
nand4,2
xor2,7
or4,5
nor4,12
o221a,2
mux2,3
o2bb2ai,2
xnor2,13
o22ai,6
and2,3
conb,2
or2,3
o21ai,9
[stage by stage]
step	total power, mW	utilization [%]	cell area [sq um]	worst slack, ps
after global placement	0.200	54.4	2850	6770
after global routing	0.332	56.5	2960	6820
final	0.316	56.5	2960	7080
after CTS	0.321	56.5	2960	7090
after floorplan	0.204	-	2910	7460
after detailed placement	0.200	54.4	2850	6770
[power by group]
group | internal (mW) | switching, mW | leakage (nW)
combinational | 0.00702 | 0.0117 | 0.648
clock | 0.0644 | 0.0563 | 0.0514
sequential | 0.174 | 0.00275 | 0.405
[worst max-delay path by stage]
stage	slack, ps	start	end
global route	6820	SW[12]	HEX5[3]$_DFF_P_
CTS	7090	SW[12]	HEX5[3]$_DFF_P_
finish	7080	SW[12]	HEX5[3]$_DFF_P_
[flip-flops by register name, indices dropped and copies added, names as in the netlist]
register,count
rd0.q,28
HEX5,7
dc0.q,8
HEX4,7
[worst max-delay path, stage by stage]
cell and delay [ps]:
clkdlybuf4s50_1 410, nor2_1 650, nand3b_1 210, ha_1 470, inv_1 90, o2bb2ai_1 130
a221oi_1 300, o32a_1 190
[cell families after synthesis]
group	share of synthesized area [%]
compound gates	10.1
xor+xnor	6.29
fa+ha+maj	4.94
buf+inv	13.1
flops	35.9
mux	4.31
other cells	0.270
simple gates	25.1
[per-layer routing]
layer | vias up | wire length [um] | global-route usage (%) | share of wire, %
li1 | 1064 | - | - | -
met1 | 894 | 2310 | 24.9 | 52
met2 | 40 | 1970 | 26.5 | 44
met3 | 5 | 156 | 2.42 | 3.5
met4 | 0 | 48 | 1.92 | 1.1
met5 | - | 0 | 0 | 0
Power is estimated from default activity; no workload was simulated.
